[/design/flow/run.sh]
#!/bin/bash
# OpenROAD 26Q1-2900-gdf79404cd8, Yosys 0.63+post, stock flow scripts
make -C /OpenROAD-flow-scripts/flow DESIGN_CONFIG=/design/flow/config.mk WORK_HOME=/design/flow/orfs finish
[/design/flow/design.v]
module unsigned_restoring #(
    parameter int WIDTH = 32
) (
    input logic go,
    input logic[WIDTH-1:0] divisor,
    input logic[WIDTH-1:0] dividend,
    input logic clk, rst,
    output logic done,
    output logic[WIDTH-1:0] quotient,
    output logic[WIDTH-1:0] remainder,
    output logic divide_by_zero
);
typedef enum logic [1:0] {
    WAIT,
    COMPUTE,
    DONE
} state_t;
state_t next_state, state_R;
logic[WIDTH-1:0] Q_R, next_Q, quotient_R, next_quotient, remainder_R, next_remainder;
logic[WIDTH:0] A_R, next_A, B_R, next_B, B_twos_comp_R, next_B_twos_comp;
logic[$clog2(WIDTH):0] Count_R, next_Count;
logic done_R, next_done;
logic divide_by_zero_R, next_divide_by_zero;
assign done = done_R;
assign divide_by_zero = divide_by_zero_R;
assign quotient = quotient_R;
assign remainder = remainder_R;
always_ff @(posedge clk or posedge rst) begin
    if(rst) begin
        state_R <= WAIT;
        Q_R <= '0;
        A_R <= '0;
        B_R <= '0;
        B_twos_comp_R <= '0;
        Count_R <= '0;
        quotient_R <= '0;
        remainder_R <= '0;
        done_R <= 1'b0;
        divide_by_zero_R <= 1'b0;
    end
    else begin
        state_R <= next_state;
        Q_R <= next_Q;
        A_R <= next_A;
        B_R <= next_B;
        B_twos_comp_R <= next_B_twos_comp;
        Count_R <= next_Count;
        quotient_R <= next_quotient;
        remainder_R <= next_remainder;
        done_R <= next_done;
        divide_by_zero_R <= next_divide_by_zero;
    end
end 
logic[WIDTH:0] A_temp;
always_comb begin
    logic[WIDTH:0] one;
    one = 1;
    next_Q = Q_R;
    next_A = A_R;
    next_B = B_R;
    next_B_twos_comp = B_twos_comp_R;
    next_Count = Count_R;
    next_remainder = remainder_R;
    next_quotient = quotient_R;
    next_state = state_R;
    next_divide_by_zero = divide_by_zero_R;
    next_done = done_R;
    case(state_R)
        WAIT: begin
            if (go) begin
                if(divisor == 0) begin
                    next_state = DONE;
                    next_done = 1'b1;
                    next_divide_by_zero = 1'b1;
                end
                else begin
                    next_A = '0;
                    next_B = {1'b0,divisor};
                    next_B_twos_comp = ~next_B + one;
                    next_Q = dividend;
                    next_Count = WIDTH;
                    next_state = COMPUTE;
                end
            end
        end
        COMPUTE: begin
            A_temp = {A_R[WIDTH-1:0], Q_R[WIDTH-1]} + B_twos_comp_R;
            if(A_temp[WIDTH]) begin
                next_A = A_temp + B_R;
            end else begin
                next_A = A_temp;
            end
            next_Q = {Q_R[WIDTH-2:0],~A_temp[WIDTH]};
            next_Count = Count_R - 1;
            if(next_Count == 0) begin 
                next_state = DONE;
                next_remainder = next_A[WIDTH-1:0];
                next_quotient = next_Q[WIDTH-1:0];
                next_done = 1;
            end
        end
        DONE: begin
            next_done = 0;
            next_divide_by_zero = 1'b0;
            next_state = WAIT;
        end
    endcase
end
endmodule
[/design/flow/constraint.sdc]
current_design unsigned_restoring

set clk_period 25.0
set clk_io_pct 0.2

create_clock -name clk0 -period $clk_period [get_ports {clk}]

set non_clock_inputs [all_inputs -no_clocks]
set_input_delay [expr $clk_period * $clk_io_pct] -clock clk0 $non_clock_inputs
set_output_delay [expr $clk_period * $clk_io_pct] -clock clk0 [all_outputs]
[/design/flow/config.mk]
export PLATFORM = sky130hd
export DESIGN_NAME = unsigned_restoring
export DESIGN_NICKNAME = unsigned_restoring
export VERILOG_FILES = /design/flow/design.v
export SDC_FILE = /design/flow/constraint.sdc
export NUM_CORES = 4
export LEC_CHECK = 1
export CORE_UTILIZATION = 50
export SYNTH_HDL_FRONTEND = slang
==> notes.md <==
Implementation results are summarized by area below.

Layout
The final design area excluding fillers is 14680 um2. At the end of the flow the core is filled with cells to 61.80%. The area growth from synthesis to layout is 19.69%. The layout summary lists the proportion of cells stronger than drive strength 1 as 7.502%.

Yosys
The number of flip-flops and latches in the synthesized netlist is 203. The synthesized chip area reported by yosys is 12270 um2. Of all flip-flops after synthesis, the portion carrying an async set or reset was 100.0%.

The most instantiated flip-flop cell in the synthesis netlist is sky130_fd_sc_hd__dfrtp_1. The register area share after synthesis is 41.43%. The netlist area before placement is 12270 um2. The gate-level netlist out of Yosys references 77 unique cell types.

The mean cell area of the mapped netlist is 8.973 um2. The count of yosys warnings during synthesis is 0. The cell count in the Yosys report is 1367. Synthesis produced 1367 cells. The number of synthesized flops with an enable pin is 0.

Floorplanning
The die area is 25160 um2. The initial utilization of the core area, before any placement, comes to 51.64%. From left edge to right edge, the die measures 158.6 um. The floorplan report gives the top-level pin count as 133. In this run the vertical extent of the chip is 158.6 um. The floorplan has 56 rows.

The standard cell core area is 23750 um2.

Route
The remaining antenna violation count after routing is 0. The number of search-and-repair iterations in the first detailed-routing pass is 9. The number of antenna repair diodes is 0. The routed design shows a wire length per standard cell of 17.19 um. Detailed-route iteration 0 reported a violation count of 685. The post-route DRC violation count is 0. The routed design has 31150 um of wire. Across all layers, the routed design uses 10000 vias.

The mean number of vias per cell is 5.520.

Clocking
The CTS clock-pin slew for the worst setup and hold paths is 0.06 ns. The maximum buffer depth of the clock tree is 3. The number of H-tree levels is 1. TritonCTS created 24 clock buffers.

The number of buffers added for setup after CTS is 0. The clock reaches the later pin of the worst-skew pair after 0.53 ns. Looking at the clock tree report, the root buffer type is sky130_fd_sc_hd__clkbuf_16.

The number of sinks handled by clock tree synthesis is 203. Buffers inserted to repair hold after CTS numbered 0. The number of gates given a new drive strength after cts is 0. The CTS tree is yes.

Min path
The path category of the worst min-delay check is flip-flop to flip-flop.

Timing
Setup violations remaining at the end of the flow were counted as 0. The max-slew check reports its worst relative slack as 38.67%. The time the final worst path needs with I/O delays and setup is 8.290 ns. Post-route period utilization is reported as 33.16%.

Setup repair after global routing left no endpoint under its margin. The number of slew-limit violations in the final report is 0. The maximum clock skew at final layout is 0.01098 ns.

The transition time recorded at the tightest slew-check pin is 0.8968 ns. Summed over all failing endpoints, the final setup total negative slack is 0 ns. The flow reports an fmax of 120.6 MHz. The final hold violation count recorded for this run is 0.

Flow run
The number of maximum-capacitance violations is 0. Warnings raised by the tools during the run amount to 33.

Setup path
Data arrives at the worst endpoint at 8.70 ns. The nature of the critical path startpoint is a primary input. The type of the worst setup path is primary input to flip-flop.

The data required time at the worst endpoint is 25.41 ns. Max fanout on the critical path was recorded as 78. STA classifies the critical path endpoint as a flip-flop. The register-to-register setup slack is 19.68 ns.

Place
In this run the cell area measured after placement is 13840 um2. The final estimated routing congestion in global placement is 0.9495. The number of port buffers is 132. The HPWL after detailed placement is 22650 um.

Global route
After global routing the overflow that remains totals 0. The via count of the first global-routing pass is 9508. The number of antenna violations at the first check in global routing was 0. The largest net degree at the start of global routing is 115.

The first-pass GRT wire length is 50720 um. Global routing used 26.97% of the available tracks across all layers.

Run status
The run finished with clean final reports.
-- final cells by class --
type	instances	area [um2]
timing repair buffer	144	1424
clock buffer	32	680.7
tap	319	399.1
clock inverter	12	157.7
sequential	203	5082
multi-input combinational	1065	6790
fill	2023	9072
inverter	37	146.4
-- routing by layer --
layer  vias up  GRT usage, %  routed length (um)
met2       215         39.91               13670
met4         0         4.853                 680
met1      4718         44.17               15550
met3        41         3.630                1249
li1       5029             -                   -
met5         -             0                   0
-- metrics by stage --
stage	hold WS, ns	worst slack [ns]	std cells
3_3_place_gp	0.4565	16.24	1768
2_1_floorplan	0.4214	14.46	1367
3_5_place_dp	0.4619	16.20	1768
6_report	0.4712	16.71	1812
4_1_cts	0.4772	16.72	1812
5_1_grt	0.4904	16.40	1812
-- synth_stat cells (3+ instances only) --
cell type                   count  share of area, %
sky130_fd_sc_hd__nand2_1      279               8.5
sky130_fd_sc_hd__dfrtp_1      202                41
sky130_fd_sc_hd__o21ai_0      140               5.7
sky130_fd_sc_hd__a21oi_1       91               3.7
sky130_fd_sc_hd__ha_1          69               7.0
sky130_fd_sc_hd__nor2_1        59               1.8
sky130_fd_sc_hd__xnor2_1       48               3.4
sky130_fd_sc_hd__mux2i_1       43               3.5
sky130_fd_sc_hd__mux2_2        38               3.5
sky130_fd_sc_hd__inv_1         37               1.1
sky130_fd_sc_hd__clkbuf_1      33               1.0
sky130_fd_sc_hd__xor2_1        33               2.4
sky130_fd_sc_hd__a21o_1        25               1.5
sky130_fd_sc_hd__o21ai_1       23              0.94
sky130_fd_sc_hd__buf_2         18              0.73
sky130_fd_sc_hd__nor3_1        18              0.73
sky130_fd_sc_hd__nand3_1       14              0.57
sky130_fd_sc_hd__nand2b_1      12              0.61
sky130_fd_sc_hd__o21bai_1      11              0.67
sky130_fd_sc_hd__nand4_1       10              0.51
sky130_fd_sc_hd__nor2b_1       10              0.51
sky130_fd_sc_hd__and2_1         9              0.46
sky130_fd_sc_hd__nor4_1         9              0.46
sky130_fd_sc_hd__o21a_1         9              0.55
sky130_fd_sc_hd__o31ai_1        9              0.55
sky130_fd_sc_hd__buf_4          8              0.49
sky130_fd_sc_hd__a31oi_1        7              0.36
sky130_fd_sc_hd__a22o_1         6              0.43
sky130_fd_sc_hd__o211ai_1       6              0.37
sky130_fd_sc_hd__or2_2          6              0.31
sky130_fd_sc_hd__a211oi_1       5              0.31
sky130_fd_sc_hd__and3_1         5              0.26
sky130_fd_sc_hd__nand3b_1       5              0.31
sky130_fd_sc_hd__or3_1          5              0.26
sky130_fd_sc_hd__or4_1          5              0.31
sky130_fd_sc_hd__a2111oi_0      4              0.29
sky130_fd_sc_hd__a41oi_1        3              0.21
sky130_fd_sc_hd__o2111ai_1      3              0.21
sky130_fd_sc_hd__o22ai_1        3              0.15
-- worst max-delay path, stage by stage --
cell and delay, ns:
sky130_fd_sc_hd__clkdlybuf4s50_1 0.49, sky130_fd_sc_hd__or4_1 0.63, sky130_fd_sc_hd__or4_1 0.51, sky130_fd_sc_hd__nor4_2 0.31
sky130_fd_sc_hd__nand4b_1 0.28, sky130_fd_sc_hd__nand3_4 0.32, sky130_fd_sc_hd__buf_4 0.71, sky130_fd_sc_hd__mux2_2 0.41
-- flip-flops by register name, summed over array words and instances, names as in the netlist --
register        cells
B_R                31
Count_R             6
divide_by_zero      1
Q_R                32
quotient           32
state_R             3
remainder          32
A_R                32
B_twos_comp_R      33
done                1
-- cells by family (layout without fill, tap and decap cells) --
logic type	Yosys count	in the layout	synth area share [%]
simple gates	458	458	16.65
compound gates	373	373	18.13
flops	203	203	41.43
buf+inv	99	225	3.468
xor+xnor	82	82	5.968
mux	81	81	6.998
fa+ha+maj	71	71	7.365
-- layout by cell type (no fill, tap or decap), types with 6 or more instances in the layout --
cell	n
sky130_fd_sc_hd__nand2_1	278
sky130_fd_sc_hd__dfrtp_1	201
sky130_fd_sc_hd__o21ai_0	140
sky130_fd_sc_hd__clkdlybuf4s50_1	132
sky130_fd_sc_hd__a21oi_1	91
sky130_fd_sc_hd__ha_1	69
sky130_fd_sc_hd__nor2_1	59
sky130_fd_sc_hd__xnor2_1	48
sky130_fd_sc_hd__mux2i_1	43
sky130_fd_sc_hd__mux2_2	38
sky130_fd_sc_hd__inv_1	36
sky130_fd_sc_hd__xor2_1	33
sky130_fd_sc_hd__a21o_1	25
sky130_fd_sc_hd__clkbuf_16	24
sky130_fd_sc_hd__o21ai_1	23
sky130_fd_sc_hd__nor3_1	18
sky130_fd_sc_hd__nand3_1	14
sky130_fd_sc_hd__nand2b_1	12
sky130_fd_sc_hd__o21bai_1	11
sky130_fd_sc_hd__buf_4	11
sky130_fd_sc_hd__nor2b_1	10
sky130_fd_sc_hd__nand4_1	10
sky130_fd_sc_hd__o31ai_1	9
sky130_fd_sc_hd__and2_1	9
sky130_fd_sc_hd__nor4_1	9
sky130_fd_sc_hd__o21a_1	9
sky130_fd_sc_hd__a31oi_1	7
sky130_fd_sc_hd__or2_2	6
sky130_fd_sc_hd__a22o_1	6
sky130_fd_sc_hd__o211ai_1	6
-- path summary, 6_finish.rpt --
path / start / endpoint / cells after the start
max reg2reg: B_twos_comp_R[0] / remainder[31] / 20
min: quotient[17] / quotient[17] / 2
min reg2reg: quotient[17] / quotient[17] / 2
max: divisor[16] / B_R[9] / 8
min in group asynchronous: rst / Q_R[4] / 2
max in group asynchronous: rst / remainder[7] / 3
