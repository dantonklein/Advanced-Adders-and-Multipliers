File: design.v
module multiplier_delayed #(
    parameter int WIDTH = 27
    )(
    input logic clk, rst, 
    input logic[WIDTH-1:0] in1, in2,
    output logic[2*WIDTH-1:0] out
);
logic[2*WIDTH-1:0] s2_mult_out;
always_ff @(posedge clk or posedge rst) begin
    if(rst) begin
        s2_mult_out <= 0;
        out <= 0;
    end else begin
        s2_mult_out <= in1 * in2;
        out <= s2_mult_out;
    end
end
endmodule
File: run.sh
#!/bin/bash
# OpenROAD 26Q1-2900-gdf79404cd8, Yosys 0.63+post, stock flow scripts
make -C /OpenROAD-flow-scripts/flow DESIGN_CONFIG=/design/flow/config.mk WORK_HOME=/design/flow/orfs finish
File: config.mk
export PLATFORM = sky130hd
export DESIGN_NAME = multiplier_delayed
export DESIGN_NICKNAME = multiplier_delayed
export VERILOG_FILES = /design/flow/design.v
export SDC_FILE = /design/flow/constraint.sdc
export NUM_CORES = 4
export LEC_CHECK = 1
export CORE_UTILIZATION = 30
File: constraint.sdc
current_design multiplier_delayed

set clk_period 1.0
set clk_io_pct 0.2

create_clock -name clk0 -period $clk_period [get_ports {clk}]

set non_clock_inputs [all_inputs -no_clocks]
set_input_delay [expr $clk_period * $clk_io_pct] -clock clk0 $non_clock_inputs
set_output_delay [expr $clk_period * $clk_io_pct] -clock clk0 [all_outputs]
==> impl_metrics.json <==
{
  "routed_via_density": 4.47,
  "slowest_delay_ns": 0.56,
  "gr-total-overflow": 0,
  "syn_area_um2": 26600,
  "synth_top_area_share_pct": 46.9,
  "grt_most_used_layer": "met2",
  "flop_cell": "dfrtp_1",
  "cts_tree": "done",
  "grt_pass1_wl_mm": 116,
  "worstPathMaxFanout": 5,
  "drt_iter0_markers": 744,
  "track_usage_pct": 17.6,
  "critPathKind": "input port to flip-flop",
  "fin_crit_ns": 6.05,
  "yosys.stat.seqShare_pct": 10.2,
  "setup_violations": 106,
  "design_area_um2": 37500,
  "tightest_slew_ns": 0.339,
  "clk_pin_slew_ns": 0.08,
  "gr-usage-met1_pct": 23.0,
  "synth_top_cell_by_area": "fa_1",
  "async_flop_share_pct": 100,
  "port_buffers": 109,
  "whs_ns": 0.208,
  "area_growth_pct": 40.9,
  "setup_ws_ns": -5.05,
  "synth_cells": 2919,
  "synth-edff-count": 0,
  "violations": "negative setup slack",
  "core_area_um2": 87300,
  "antenna_found_initial": 1,
  "routed_wl_mm": 74.9,
  "fp_util_pct": 30.5,
  "hold_viol": 0,
  "tool_warnings": 28,
  "critPathLaunchType": "input port",
  "synthDistinctLibCells": 47,
  "avgSynthCellArea_um2": 9.12,
  "clock_path_buffers": 2,
  "max_freq_mhz": 165,
  "status": "finished, violations left",
  "cts_root_buf": "clkbuf_16",
  "required_ns": 1.29,
  "dpl-instance-area_um2": 32500,
  "drc": 0,
  "ant_nets": 0,
  "die-area_um2": 89900,
  "routabilityCongestion": 0.930,
  "num_antenna_cells": 0,
  "clk_latency_ns": 0.37,
  "finalSetupTns_ns": -221.24,
  "clock_skew_ns": 0.00673,
  "met2_usage_pct": 29.0,
  "slew_violations": 0,
  "ys_warn_count": 1,
  "wl_per_cell_um": 16.2,
  "period_used_pct": 605,
  "vias": 20696,
  "critPathArrivalTime_ns": 6.35,
  "slowest_stage": "fa_1",
  "grt_max_degree": 24,
  "cp-end-kind": "flip-flop",
  "relSlewSlack_pct": 77.1,
  "drive_gt1_share_pct": 33.9,
  "rsz0062_at_grt": "true",
  "dr.pass1.iters": 7,
  "io_pins": 110,
  "dpl.hpwl_mm": 58.9,
  "top_cells_by_area": "fa_1 47%, inv_1 10%, dfrtp_1 10%",
  "first_global_vias": 21488,
  "hold_path.class": "input port to async pin",
  "die_w_um": 300,
  "yosys_area_um2": 26600,
  "chipHeight_um": 300,
  "cp_common_cell": "fa_1",
  "drv_cap": 0,
  "clock_sinks": 108,
  "grt_use_met3_pct": 6.92,
  "rows": 108,
  "dpl_worst_slack_ns": -5.94,
  "synth_stat.cells": 2919,
  "htree_num_levels": 3,
  "cts_buffers": 9,
  "ys_ff": 108
}
-- cells in the mapped netlist (18+ instances only) --
cell,instances
nand2_1,506
and2_1,273
a21o_1,37
nor2_1,28
o21ai_0,25
ha_1,193
dfrtp_1,108
xor2_1,19
inv_1,743
xnor2_1,31
fa_1,624
nand4_1,18
clkbuf_1,157
a21oi_1,63
-- stage by stage --
step                util [%]  std cells
finish                  42.9       4633
global route            42.9       4633
CTS                     40.9       4564
detailed placement      37.2       4387
global placement        37.2       4387
floorplan                  -       2919
-- what timing repair did --
| item | in CTS | in global routing |
|---|---|---|
| pin swaps | 272 | 264 |
| endpoints found under the setup margin | 107 | 106 |
| setup buffers | 141 | 85 |
| hold buffers | 0 | 0 |
| gates resized | 718 | 371 |
| gates cloned | 25 | 1 |
-- cells in the final DEF, fill, tap and decap left out, types with 54 or more instances in the layout --
| master | netlist | layout |
|---|---|---|
| dfrtp_1 | 108 | 107 |
| ha_1 | 193 | 135 |
| nand2_1 | 506 | 415 |
| buf_4 | 0 | 354 |
| nand2_2 | 0 | 59 |
| and2_1 | 273 | 228 |
| buf_2 | 8 | 54 |
| inv_1 | 743 | 661 |
| fa_2 | 0 | 56 |
| buf_6 | 0 | 147 |
| fa_1 | 624 | 568 |
| buf_12 | 0 | 81 |
| inv_2 | 0 | 81 |
-- registers in the layout, summed over array words and instances, names as in the netlist --
signal,flops
out,54
s2_mult_out,54
-- layer usage --
metal	vias to the layer above	part of all wire, %
met5	-	0.10
met4	2	1.7
met3	79	9.0
met2	513	50
met1	10604	39
li1	9498	-
-- cells by family (layout without fill, tap and decap cells) --
| kind of cell | Yosys count | count (layout) | share of synthesized area, % |
|---|---|---|---|
| fa+ha+maj | 817 | 817 | 56.0 |
| compound gates | 173 | 173 | 4.13 |
| xor+xnor | 50 | 50 | 1.65 |
| flops | 108 | 108 | 10.2 |
| simple gates | 861 | 861 | 15.2 |
| buf+inv | 910 | 1469 | 12.9 |
-- worst paths after layout --
| kind | from | end | slack [ns] | cells past startpoint |
|---|---|---|---|---|
| max | in1[14] | s2_mult_out[48] | -5.05 | 25 |
| min | rst | s2_mult_out[15] | 0.21 | 3 |
| max reg2reg | s2_mult_out[39] | out[39] | 0.48 | 0 |
| min reg2reg | s2_mult_out[10] | out[10] | 0.35 | 0 |
| max in group asynchronous | rst | out[44] | 0.47 | 4 |
| min in group clk0 | s2_mult_out[10] | out[10] | 0.35 | 0 |
-- final cells by class --
type	instances	area (um^2)
Clock buffer	9	225
Clock inverter	7	96.3
Fill cell	8058	49800
Inverter	743	2790
Multi-Input combinational cell	1901	22700
Sequential cell	108	2700
Tap cell	1155	1450
Timing Repair Buffer	710	7560
-- worst max-delay path, delay by kind of cell --
kind | cells | cell delay [ns]
fa+ha+maj | 8 | 4.02
simple gates | 5 | 0.79
buf+inv | 8 | 0.63
compound gates | 3 | 0.57
xor+xnor | 1 | 0.15
