==> flow/design.v <==
module unsigned_nonrestoring #(
    parameter int WIDTH = 32
) (
    input logic go,
    input logic[WIDTH-1:0] divisor,
    input logic[WIDTH-1:0] dividend,
    input logic clk, rst,
    output logic done,
    output logic[WIDTH-1:0] quotient,
    output logic[WIDTH-1:0] remainder,
    output logic divide_by_zero
);
typedef enum logic [1:0] {
    WAIT,
    COMPUTE,
    DONE
} state_t;
state_t next_state, state_R;
logic[WIDTH-1:0] Q_R, next_Q, quotient_R, next_quotient, remainder_R, next_remainder;
logic[WIDTH:0] A_R, next_A, B_R, next_B, B_twos_comp_R, next_B_twos_comp;
logic[$clog2(WIDTH):0] Count_R, next_Count;
logic done_R, next_done;
logic divide_by_zero_R, next_divide_by_zero;
assign done = done_R;
assign divide_by_zero = divide_by_zero_R;
assign quotient = quotient_R;
assign remainder = remainder_R;
always_ff @(posedge clk or posedge rst) begin
    if(rst) begin
        state_R <= WAIT;
        Q_R <= '0;
        A_R <= '0;
        B_R <= '0;
        B_twos_comp_R <= '0;
        Count_R <= '0;
        quotient_R <= '0;
        remainder_R <= '0;
        done_R <= 1'b0;
        divide_by_zero_R <= 1'b0;
    end
    else begin
        state_R <= next_state;
        Q_R <= next_Q;
        A_R <= next_A;
        B_R <= next_B;
        B_twos_comp_R <= next_B_twos_comp;
        Count_R <= next_Count;
        quotient_R <= next_quotient;
        remainder_R <= next_remainder;
        done_R <= next_done;
        divide_by_zero_R <= next_divide_by_zero;
    end
end 
logic[WIDTH:0] A_temp;
always_comb begin
    logic[WIDTH:0] one;
    one = 1;
    next_Q = Q_R;
    next_A = A_R;
    next_B = B_R;
    next_B_twos_comp = B_twos_comp_R;
    next_Count = Count_R;
    next_remainder = remainder_R;
    next_quotient = quotient_R;
    next_state = state_R;
    next_divide_by_zero = divide_by_zero_R;
    next_done = done_R;
    case(state_R)
        WAIT: begin
            if (go) begin
                if(divisor == 0) begin
                    next_state = DONE;
                    next_done = 1'b1;
                    next_divide_by_zero = 1'b1;
                end
                else begin
                    next_A = '0;
                    next_B = {1'b0,divisor};
                    next_B_twos_comp = ~next_B + one;
                    next_Q = dividend;
                    next_Count = WIDTH;
                    next_state = COMPUTE;
                end
            end
        end
        COMPUTE: begin
            if(A_R[WIDTH]) begin
                A_temp = {A_R[WIDTH-1:0], Q_R[WIDTH-1]};
                next_A = A_temp + B_R;
            end else begin
                A_temp = {A_R[WIDTH-1:0], Q_R[WIDTH-1]};
                next_A = A_temp + B_twos_comp_R;
            end
            next_Q = {Q_R[WIDTH-2:0],~next_A[WIDTH]};
            next_Count = Count_R - 1;
            if(next_Count == 0) begin 
                next_state = DONE;
                if(next_A[WIDTH]) next_remainder = next_A[WIDTH-1:0] + B_R;
                else next_remainder = next_A[WIDTH-1:0];
                next_quotient = next_Q[WIDTH-1:0];
                next_done = 1;
            end
        end
        DONE: begin
            next_done = 0;
            next_divide_by_zero = 1'b0;
            next_state = WAIT;
        end
    endcase
end
endmodule
==> flow/run.sh <==
#!/bin/bash
# OpenROAD 26Q1-2900-gdf79404cd8, Yosys 0.63+post, stock flow scripts
make -C /OpenROAD-flow-scripts/flow DESIGN_CONFIG=/design/flow/config.mk WORK_HOME=/design/flow/orfs finish
==> flow/config.mk <==
export PLATFORM = sky130hd
export DESIGN_NAME = unsigned_nonrestoring
export DESIGN_NICKNAME = unsigned_nonrestoring
export VERILOG_FILES = /design/flow/design.v
export SDC_FILE = /design/flow/constraint.sdc
export NUM_CORES = 4
export LEC_CHECK = 1
export CORE_UTILIZATION = 40
export SYNTH_HDL_FRONTEND = slang
==> flow/constraint.sdc <==
current_design unsigned_nonrestoring

set clk_period 17.8
set clk_io_pct 0.2

create_clock -name clk0 -period $clk_period [get_ports {clk}]

set non_clock_inputs [all_inputs -no_clocks]
set_input_delay [expr $clk_period * $clk_io_pct] -clock clk0 $non_clock_inputs
set_output_delay [expr $clk_period * $clk_io_pct] -clock clk0 [all_outputs]
==> job_summary.md <==
## Synthesis and layout report

| Metric | Value |
|---|---|
| Cell count in the Yosys report | 1,415 |
| Cell chosen for the clock root | clkbuf_16 |
| FP Rows | 64 |
| First-pass GRT wire length | 51,100 um |
| Drt pass-1 iters | 5 |
| Post-synthesis instance total | 1,415 |
| Min-Delay Endpoint | B_twos_comp_R[32] |
| Crit Path Max Fanout | 55 |
| Flip-flops with a built-in enable | 0 |
| Unrepaired setup endpoints after global routing | false |
| GR Util All Layers | 0.209 |
| Bufs on Longest Clock Path | 3 |
| Total die size | 31,700 um2 |
| Hold Violations, Final | 0 |
| Post-Place Cells | 1,895 |
| Floorplan core density | 0.406 |
| Post-CTS setup buffer count | 0 |
| Clk latency of the worst-skew pair | 0.52 ns |
| Initial antenna violation count | 0 |
| Largest net degree at the start of global routing | 68 |
| Clock slew at reported path FFs | 0.06 ns |
| Final Critical Period | 7.78 ns |
| Die height | 178 um |
| Worst hold start | B_twos_comp_R[32] |
| Initial drt markers | 633 |
| Die width | 178 um |
| Non-Filler Instances | 1,940 |
| Vias per inst | 5.22 |
| Slew @ Worst Pin | 0.783 ns |
| Crit path launch type | input pin |
| Fin crit share | 0.437 |
| Routability congestion estimate | 0.902 |
| Hold Crit Depth | 1 |
| Post-DRT Antenna Nets | 0 |
| Fmax | 128 MHz |
| Worst hold path type | reg -> reg |
| Data arrival time of the critical path | 8.19 ns |
| Vias in the first global route | 9,645 |
| GR Overflow Total | 0 |
| Crit. End Element | flop |
| Mean Syn Cell Area | 8.75 um2 |
| TritonCTS Sinks | 204 |
| Share of cells above drive strength 1 | 0.0706 |
| Final setup vio count | 0 |
| Io pins | 133 |
| Distinct lib cells used | 66 |
| Worst R2R End | remainder[31] |
| Most common reg cell | dfrtp_1 |
| Area after DPL | 14,100 um2 |
| Rel. slew slack | 0.478 |
| Synth async-reset ratio | 1.00 |
| Max-Cap Viols | 0 |
| Remaining DRCs | 0 |
| Outcome | complete, no violations |
| Flops after synth | 204 |
| Tool Warnings | 32 |
| Number of port buffers | 132 |
| Area Overhead vs Synth | 20.8% |
| Final Cell Area | 15,000 um2 |
| Setup CP Type | in -> reg |
| Core outline area | 30,500 um2 |
| Yosys Chip Area | 12,400 um2 |
| Register share after synthesis | 0.412 |
| ANT cells | 0 |
| R2r setup slk | 11.57 ns |
| Number of CTS-inserted buffers | 25 |
| Hold Buf Count CTS | 0 |
| TNS Setup | 0 ns |
| CTS tree | built |
| CTS H-tree depth | 1 |
| Via count | 10,128 |
| Synthesized cell area | 12,400 um2 |
| Post-CTS sizing | 0 |
| Crit path DRT | 18.21 ns |
| Reg2Reg Depth | 21 |
| Final Max Slew Viols | 0 |
| Ys Warns | 0 |
| Final Skew | 0.0106 ns |
| Hpwl dp | 22,200 um |
| Wire per inst | 16.2 um |
| R2R Path Start | A_R[32] |
| Final WL | 31,500 um |
routing by layer:
metal  GRT usage  vias to the layer above  part of all wire
li1            -                     5120                 -
met3      0.0275                       40             0.050
met5           0                        -                 0
met1       0.337                     4749              0.50
met2       0.311                      219              0.43
met4      0.0392                        0             0.020
cell usage after synthesis, types with 5 or more instances:
cell	number	area share
o21a_1	5	0.0030
nor2_1	47	0.014
buf_2	13	0.0053
inv_1	34	0.010
nand2_1	378	0.11
a21o_1	21	0.013
xor2_1	29	0.021
clkbuf_1	38	0.012
mux2i_1	61	0.049
and2_1	10	0.0051
nor3_1	16	0.0065
ha_1	71	0.072
o31ai_1	6	0.0036
o21bai_1	9	0.0055
nand2b_1	14	0.0071
xnor2_1	57	0.040
or3_1	10	0.0051
nand3_1	38	0.015
a22o_1	8	0.0057
a211oi_1	7	0.0042
a21oi_1	65	0.026
nand4_1	6	0.0030
mux2_2	32	0.029
dfrtp_1	203	0.41
a31oi_1	13	0.0066
o21ai_1	20	0.0081
o21ai_0	121	0.049
nor4_1	7	0.0035
o211ai_1	5	0.0030
worst max-delay path, cell delays in order:
cell and delay [ns]:
clkdlybuf4s50_1 0.45, inv_1 0.08, ha_1 0.17, or3b_1 0.47, or4_4 0.62, or4b_1 0.80, nor3_2 0.33, and2_1 0.20
nor2_2 0.04, buf_4 0.26, a21oi_4 0.17, buf_4 0.49, nor2_1 0.26, a22o_1 0.24
cells by family after synthesis:
kind of cell,share of synthesized area
simple gates,0.195
fa+ha+maj,0.0750
buf+inv,0.0339
flops,0.412
mux,0.0784
compound gates,0.144
xor+xnor,0.0608
registers in the layout, indices dropped and copies added (netlist names):
| register | count |
|---|---|
| done | 1 |
| divide_by_zero | 1 |
| remainder | 32 |
| state_R | 3 |
| Count_R | 6 |
| B_twos_comp_R | 33 |
| Q_R | 32 |
| A_R | 33 |
| B_R | 31 |
| quotient | 32 |
placed cells by master, fill, tap and decap left out, drive strengths merged, types with 5 or more instances in the layout:
| cell | count |
|---|---|
| a21oi | 66 |
| mux2 | 32 |
| mux2i | 61 |
| xnor2 | 57 |
| or3 | 10 |
| nand2b | 14 |
| nor2 | 48 |
| or4 | 5 |
| buf | 14 |
| a31oi | 13 |
| o211ai | 5 |
| clkdlybuf4s50 | 132 |
| nor4 | 7 |
| a22o | 8 |
| o31ai | 6 |
| inv | 35 |
| nor3 | 17 |
| clkbuf | 33 |
| nand3 | 38 |
| nand2 | 378 |
| nand4 | 6 |
| ha | 71 |
| a21o | 21 |
| dfrtp | 203 |
| xor2 | 29 |
| bufinv | 5 |
| o21ai | 141 |
| o21a | 5 |
| o21bai | 9 |
| and2 | 10 |
| a211oi | 7 |
worst max-delay path by stage:
stage,end,startpoint,cells past startpoint
CTS,A_R[31],divisor[0],14
global route,A_R[17],divisor[0],14
finish,A_R[31],divisor[0],14
final cells by class:
| type | count | area, um2 |
|---|---|---|
| fillers | 2816 | 15600 |
| multi-input cells | 1115 | 6890 |
| flip-flops and latches | 204 | 5110 |
| repair buffers | 146 | 1430 |
| clock buffers | 33 | 706 |
| well taps | 396 | 495 |
| clock inverters | 12 | 200 |
| inverters | 34 | 135 |
through the flow:
stage / setup slack [ns] / hold slack [ns] / utilization
after detailed placement: 9.50 / 0.447 / 0.461
after CTS: 10.04 / 0.461 / 0.490
after global placement: 9.60 / 0.445 / 0.461
after global routing: 9.76 / 0.478 / 0.490
after floorplan: 8.67 / 0.421 / -
final: 10.02 / 0.461 / 0.490
